<file path="flow/config.mk">
export PLATFORM = sky130hd
export DESIGN_NAME = SPI_Master
export DESIGN_NICKNAME = SPI_Master
export VERILOG_FILES = /design/flow/design.v
export SDC_FILE = /design/flow/constraint.sdc
export NUM_CORES = 4
export LEC_CHECK = 1
export CORE_AREA = 10 10 103 103
export DIE_AREA = 0 0 113 113
</file>
<file path="flow/constraint.sdc">
current_design SPI_Master

set clk_period 1.7
set clk_io_pct 0.2

create_clock -name clk0 -period $clk_period [get_ports {clk}]

set non_clock_inputs [all_inputs -no_clocks]
set_input_delay [expr $clk_period * $clk_io_pct] -clock clk0 $non_clock_inputs
set_output_delay [expr $clk_period * $clk_io_pct] -clock clk0 [all_outputs]
</file>
<file path="flow/design.v">
module Clock_Divider 
#(parameter WIDTH=8)
(
    output  wire    clk_div_out,
    input   wire    [$clog2(WIDTH)-1:0]  counter_out_bit_index, 
    input   wire    clk,rst    
);
    reg [WIDTH-1:0]  counter,counter_temp = { (WIDTH){1'b0} };
always @(posedge clk or negedge rst)
begin
    if (!rst)
        counter<= { (WIDTH){1'b0} };
    else 
        counter<=counter_temp+1;
end
always@(*)
begin
    counter_temp<=counter+1;
end
assign clk_div_out=counter[counter_out_bit_index];  
endmodule
module Clock_Logic (
    output  reg     sclk,
    input   wire    cpha,
    input   wire    cpol,
    input   wire    clk_div_out
);
assign mode = {cpol, cpha};
always@(*)
begin
    if (mode == 2'b10 | mode ==2'b01)
        sclk<=~clk_div_out;
    else 
        sclk<=clk_div_out;
end
endmodule
module Control_Unit (
    output  reg    count_enable,clk_enable,
    output  reg    load_enable,shift_enable,
    input   wire    clk,rst,
    input   wire    overflow,
    input   wire    data_valid
);
localparam  	IDLE 		= 3'b10,
                LOAD 		= 3'b01,
                TRANSMIT 	= 3'b11;
    reg [1:0]   current_state= IDLE;
    reg [1:0]   next_state;
always@(posedge clk or negedge rst)
    begin
        if(!rst)
            current_state<=IDLE;
        else begin
            current_state<=next_state;
        end
    end
always@(*)
    begin
        case (current_state)
            IDLE : next_state<= (data_valid)?  LOAD : IDLE;
            LOAD : next_state<= TRANSMIT;
            TRANSMIT :  begin
                            if (overflow)
                                next_state<= (data_valid)? LOAD : IDLE;
                            else
                                next_state<= TRANSMIT;
                        end
            default : next_state<= IDLE;
        endcase
    end
always@(*)
    begin
        case (current_state)
        IDLE :  begin
                    clk_enable=1'b0;
                    load_enable=1'b0;
                    shift_enable=1'b0;
                    count_enable=1'b0;
                end
        LOAD : begin
                    clk_enable=1'b1;
                    load_enable=1'b1;
                    shift_enable=1'b0;
                    count_enable=1'b1;
                end
        TRANSMIT : begin
                    clk_enable=1'b1;
                    load_enable=1'b0;
                    shift_enable=1'b1;
                    count_enable=1'b1;
                end
            default:    begin
                            clk_enable=1'b0;
                            load_enable=1'b0;
                            shift_enable=1'b0;
                            count_enable=1'b0;
                        end
        endcase
    end
endmodule
module Counter
#(parameter Counter_Width =3) 
(
    output  reg    overflow,
    input   wire    clk,rst,
    input   wire    count_enable
);
    reg [Counter_Width-1:0]  counter=0;
    reg [Counter_Width-1:0]  counter_reg=0;
always@(posedge clk or negedge rst)
begin
    if (!rst)
        begin
            counter<= { (Counter_Width) {1'b0} };
            overflow<=0;
        end
    else 
    begin
        if (count_enable)
            counter<=counter_reg;
                if (overflow)
                    counter<= { (Counter_Width) {1'b0} };
    end
end
always@(*)
begin
    {overflow , counter_reg }<=counter+1;
end
endmodule
module Mux21
    #(parameter Data_Width =32)
(
    output  wire    [Data_Width-1:0]   Mux_out,
    input   wire    [Data_Width-1:0]   A,B,
    input   wire                       sel
);
    assign Mux_out=    sel? B :   A;
endmodule
module SPI_Master 
#(parameter Data_Width=8)
(
    output  wire                        MOSI,
    output  wire                        SPI_CLK,
    input   wire                        MISO,
    input   wire    [Data_Width-1:0]    Data,
    input   wire                        clk,rst,
    input   wire                        cpol,cpha,
    input   wire    [2:0]               divide_by_index,
    input   wire                        Data_Valid                       
);
    wire                            sclk,shift_right,Load_Enable;
    wire                            clk_div_out,clk_enable,count_enable;
    wire                            overflow_flag;
Shift_Register Shift_Register (.sclk(sclk),
                               .rst(rst),
                               .Data_IN(MISO),
                               .Data_OUT(MOSI),
                               .Data(Data),
                               .Load_Enable(Load_Enable),
                               .shift_right(shift_right)
                            );
Clock_Logic Clock_Logic (.clk_div_out(clk_div_out),
                         .cpol(cpol),
                         .cpha(cpha),
                         .sclk(sclk)     
                        );
Clock_Divider Clock_Divider (.clk_div_out(clk_div_out),
                             .counter_out_bit_index(divide_by_index),
                             .clk(clk),
                             .rst(rst)
                             );
Mux21 #(.Data_Width(1)) Mux_Clock (.A(cpol),
                 .B(clk_div_out),
                 .sel(clk_enable),
                 .Mux_out(SPI_CLK)   
                );
Counter Counter (.clk(sclk),
                 .rst(rst),
                 .count_enable(count_enable),
                 .overflow(overflow_flag)
                );
Control_Unit ControlUnit (.count_enable(count_enable),
                          .overflow(overflow_flag),
                          .clk(sclk),
                          .rst(rst),
                          .clk_enable(clk_enable),
                          .shift_enable(shift_right),
                          .load_enable(Load_Enable),
                          .data_valid(Data_Valid)
                         ); 
endmodule
module Shift_Register 
#(parameter Register_Width=8)
(
    output  wire                            Data_OUT,        
    input   wire                            Data_IN,         
    input   wire    [Register_Width-1:0]    Data,
    input   wire                            sclk,rst,
    input   wire                            Load_Enable,shift_right
);
    reg [Register_Width-1:0]    Internal_Buffer;
    always@(posedge Load_Enable )
    begin
        Internal_Buffer<=Data;
    end
    always@(posedge sclk or negedge rst)
    begin
        if(!rst)
        Internal_Buffer<={ (Register_Width){1'b0} };
        else if (shift_right)
        begin
            Internal_Buffer<=Internal_Buffer<<1;
            Internal_Buffer[0]<=Data_IN;
        end
    end
    assign Data_OUT=Internal_Buffer[Register_Width-1];       
    endmodule
</file>
<file path="flow/run.sh">
#!/bin/bash
# OpenROAD 26Q1-2900-gdf79404cd8, Yosys 0.63+post, stock flow scripts
make -C /OpenROAD-flow-scripts/flow DESIGN_CONFIG=/design/flow/config.mk WORK_HOME=/design/flow/orfs finish
</file>
==> flow report <==
======================================================================
Status                                                    stopped before the end
Last stage the flow got to                                   1_2_yosys
Err                                                       ERROR: Found 8 problems in 'check -assert'.
Synth area leaders                                        dfrtp_1 (45%), dfxtp_1 (18%), mux2_2 (11%), xnor2_1 (3.9%), mux2_4 (3.4%)
Most frequent cells after synthesis                       dfrtp_1 (16), mux2_2 (9), dfxtp_1 (8), nand3_1 (4), xnor2_1 (4)
Most numerous cell in the Yosys netlist                        dfrtp_1
Async set-reset flop share out of synthesis                      68.0%
Cell Type Count                                                     20
Number of enable flip-flop cells                                     0
Cell count in the Yosys report                                      58
Post-synthesis cell type with the largest combined area        dfrtp_1
Number of synthesized register bits                                 25
Yosys stat area                                                896 µm²
Sequential share of the synthesized area                         65.5%
Ys Warns                                                             6
Area share of the largest cell type after synthesis              44.7%
Main flop type after synthesis                                 dfrtp_1
======================================================================
-- cell families after synthesis --
| logic type | Yosys count | synth area share, % |
|---|---|---|
| DFF | 25 | 65.5 |
| muxes | 12 | 15.8 |
| and+or+nand+nor | 10 | 6.84 |
| buffers and inverters | 1 | 0.419 |
| adders and majority gates | 1 | 1.40 |
| xor gates and xnor gates | 6 | 5.87 |
| AOI/OAI and AO/OA | 3 | 4.19 |
